`flow/run.sh`:
```
#!/bin/bash
# OpenROAD 26Q1-2900-gdf79404cd8, Yosys 0.63+post, stock flow scripts
make -C /OpenROAD-flow-scripts/flow DESIGN_CONFIG=/design/flow/config.mk WORK_HOME=/design/flow/orfs finish
```
`flow/config.mk`:
```
export PLATFORM = sky130hd
export DESIGN_NAME = top
export DESIGN_NICKNAME = top
export VERILOG_FILES = /design/flow/design.v
export SDC_FILE = /design/flow/constraint.sdc
export NUM_CORES = 4
export LEC_CHECK = 1
export CORE_UTILIZATION = 40
export SYNTH_HDL_FRONTEND = slang
```
`flow/constraint.sdc`:
```
current_design top

set clk_period 3.1
set clk_io_pct 0.2

create_clock -name clk0 -period $clk_period [get_ports {clk_50megahz}]

set non_clock_inputs [all_inputs -no_clocks]
set_input_delay [expr $clk_period * $clk_io_pct] -clock clk0 $non_clock_inputs
set_output_delay [expr $clk_period * $clk_io_pct] -clock clk0 [all_outputs]
```
`flow/design.v`:
```
module alu(
    input clk,
    input rst_n,
    input flag_n,
    input [3:0] a, 
    input [3:0] b, 
    input [1:0] mode,
    output reg [7:0] result
);
    parameter ADD = 2'b00;
    parameter SUB = 2'b01;
    parameter MTP = 2'b10;
    parameter DVI = 2'b11;
    reg [3:0] temp_a;
    reg [3:0] temp_b;
    reg [3:0] quotient;
    reg [3:0] remainder;
    reg [3:0] iteration;
    always @(posedge clk)   
    begin
        temp_a <= a;
        temp_b <= b;    
        if (flag_n)
        begin
            result <= 8'd0;
        end
        else
        begin
            case (mode)
                ADD: result <= temp_a + temp_b;
                SUB: result <= temp_a - temp_b;
                MTP: result <= temp_a * temp_b;
                default: result <= 8'd0;
            endcase
        end
    end
endmodule
module bcd2segment(
    input [3:0] num_bcd,
    output reg [6:0] num_segment
);
    always @(*) begin
        reg [3:0] temp_bcd;
        temp_bcd <= num_bcd;
        case (temp_bcd)
            4'd0: num_segment <= 7'b1000000;
            4'd1: num_segment <= 7'b1111001;
            4'd2: num_segment <= 7'b0100100;
            4'd3: num_segment <= 7'b0110000;
            4'd4: num_segment <= 7'b0011001;
            4'd5: num_segment <= 7'b0010010;
            4'd6: num_segment <= 7'b0000010;
            4'd7: num_segment <= 7'b1011000;
            4'd8: num_segment <= 7'b0000000;
            4'd9: num_segment <= 7'b0010000;
            default: num_segment <= 7'b0001110;
        endcase
    end
endmodule
module clk_generator(
    input clk,
    input rst,
    output reg clk_50hz);
reg [31:0]clk_50hz_count;
always@(posedge clk or negedge rst)
begin 
    if (!rst)
    begin 
        clk_50hz_count <= 32'd0;
        clk_50hz <= 0;
    end
    else
    begin
        if (clk_50hz_count < 32'd40000)
            clk_50hz_count <= clk_50hz_count + 32'd1;
        else 
        begin 
            clk_50hz_count <= 32'd0;
            clk_50hz <= ~clk_50hz;
        end
    end
end
endmodule
module num2binary2bcd (
    input [3:0] num,
    output reg [3:0] BCD[1:0]
);
reg [3:0] temp_num;
integer i;
always @(*) begin
    BCD[1] = 4'b0000;
    BCD[0] = 4'b0000;
    temp_num = num;
    for (i = 0; i < 4; i = i + 1) begin
        if (temp_num >= 4'b0101) begin
            temp_num = temp_num + 4'b0011;
        end
        BCD[1][i] = temp_num[3];
        BCD[0][i] = temp_num[2:0];
        temp_num = temp_num << 1;
    end
end
endmodule
module num4binary2bcd (
    input [7:0] result,
    output reg [3:0] BCD[3:0]
);
reg [23:0] shift;
reg [3:0] i;  
always @(*) begin
    shift = 24'b0;
    i = 4'd0;  
    for (i = 0; i < 8; i = i + 1) begin
        if (shift[19:16] >= 5) shift[19:16] = shift[19:16] + 4'b0011;
        if (shift[15:12] >= 5) shift[15:12] = shift[15:12] + 4'b0011;
        if (shift[11:8] >= 5) shift[11:8] = shift[11:8] + 4'b0011;
        if (shift[23:20] >= 5) shift[23:20] = shift[23:20] + 4'b0011;
        shift = {shift[22:0], 1'b0};
    end
    BCD[3] = shift[23:20];
    BCD[2] = shift[19:16];
    BCD[1] = shift[15:12];
    BCD[0] = shift[11:8];
end
endmodule
module temp_reg(
    input clk,
    input rst_n,
    input [3:0]sw_a,
    input [3:0]sw_b,
    input [7:0]alu_result,
    output reg [3:0]reg_a,
    output reg [3:0]reg_b,
    output reg [7:0]reg_result
    );
    always @(posedge clk)
    begin
        if(rst_n)
        begin
            reg_a <= sw_a;
            reg_b <= sw_b;
            reg_result <= alu_result;
        end
        else
        begin
            reg_a <= 4'd0;
            reg_b <= 4'd0;
            reg_result <= 7'd0;            
        end         
    end
endmodule
module top(
		input clk_50megahz,
		input [3:0]sw_a,  
		input [3:0]sw_b,  
		input [1:0]sw_mode,  
		input flag_n,
		input rst_n,
		output reg [3:0]sw_a_led,
		output reg [3:0]sw_b_led,
		output reg [1:0]sw_mode_led,
		output reg key_flag_n,
		output reg key_rst_n,
		output reg [6:0]segment_a[1:0],
		output reg [6:0]segment_b[1:0],
		output reg [6:0]segment_result[3:0]);
		wire clk_50hz;
		wire [7:0]alu_result;
		wire [3:0]temp_a;
		wire [3:0]temp_b;
		wire [7:0]temp_result;
		wire [3:0]bcd_a[1:0];
		wire [3:0]bcd_b[1:0];
		wire [3:0]bcd_result[3:0];
		assign sw_a_led = sw_a;
		assign sw_b_led = sw_b;
		assign sw_mode_led = sw_mode;
		assign key_flag_n = flag_n;
		assign key_rst_n = rst_n;
		clk_generator clk_generator_0(clk_50megahz, rst_n, clk_50hz);
		temp_reg temp_reg_0(clk_50hz, rst_n, sw_a, sw_b, alu_result, temp_a, temp_b, temp_result);
		alu alu_0(clk_50hz, rst_n, flag_n, sw_a, sw_b, sw_mode, alu_result);
		num2binary2bcd num2binary2bcd_a(temp_a, bcd_a);
		num2binary2bcd num2binary2bcd_b(temp_b, bcd_b);
		num4binary2bcd num4binary2bcd_result(temp_result, bcd_result);
		bcd2segment bcd2segment_a_0(bcd_a[0], segment_a[0]);
		bcd2segment bcd2segment_a_1(bcd_a[1], segment_a[1]);
		bcd2segment bcd2segment_b_0(bcd_b[0], segment_b[0]);
		bcd2segment bcd2segment_b_1(bcd_b[1], segment_b[1]);
		bcd2segment bcd2segment_result_0(bcd_result[0], segment_result[0]);
		bcd2segment bcd2segment_result_1(bcd_result[1], segment_result[1]);
		bcd2segment bcd2segment_result_2(bcd_result[2], segment_result[2]);
		bcd2segment bcd2segment_result_3(bcd_result[3], segment_result[3]);
endmodule
```
==> run notes <==
Results of the full flow below.

Status:
- The flow ran to the end, and the final reports show no timing, DRC or antenna violations.

Drt:
- The run puts the number of DRC violations after detailed-routing iteration 0 at approximately 57.
- The run gives the first-pass iteration count of the detailed router as 4.
- Per the post-route antenna check, the number of violating nets is 0.
- In the routed layout, each cell is associated on average with a via count of 4.56.
- The run gives the final routed wire length divided by cell count as about 10 um.
- TritonRoute reported its final design rule violation total as 0.
- The final antenna diode tally reported by the flow is 0.
- Summed over all layers, the routed wires come to around 4800 um.
- The run gives the detailed-route via count as roughly 2100.

Place:
- The run gives the post-placement setup slack as slightly below 0.9 ns.
- The run gives the routability congestion estimate as 0.801.
- Counting tap cells, the placed design contains a total of ~460 instances.
- According to the dpl log, the detail-placed design has an HPWL of approximately 3700 um.
- The run puts the number of buffer cells added on primary ports at about 46.
- The run gives the cell area after placement as about 3300 um^2.

Clocking:
- The run gives the latest clock arrival within the worst-skew pair as between 0.2 and 0.3 ns.
- The run puts the clock transition time at the flip-flop clock pins of the worst setup and hold paths at about 0.070 ns.
- CTS placed an instance of sky130_fd_sc_hd__clkbuf_8 at the clock tree root.
- The run puts the maximum buffer depth of the clock tree at 2.
- The run puts the post-cts hold-fix buffer tally at 0.
- The run puts the number of CTS-inserted buffers at 5.
- Gates resized during post-CTS repair numbered 0.
- The clock tree synthesis step divided the H-tree into 2 levels.
- The number of setup buffers added after CTS is 0.
- The run gives the clock tree from TritonCTS as built.

Power:
- The run puts the cell internal power dissipation at approximately 710 uW.
- The run puts the share of power burned in the clock network at around 45%.
- The run gives the sum of internal, switching and leakage power as 884 uW.
- The run gives the static power due to leakage as 1.49 nW.
- The run puts the power spent charging and discharging nets at between 150 and 200 uW.
- The run gives the peak supply drop as ~470 uV.
- The run gives the fraction of power spent switching nets as between 20% and 30%.
- The run puts the combinational cell fraction of total power at under 10%.
- The run puts the power density of the placed cells at between 200 and 300 nW/um^2.
- The run gives the sequential power share as between 50% and 60%.

Final layout:
- The run puts the count of non-filler cells in the finished layout at between 400 and 500.
- The run puts the cell area after layout at between 3000 and 4000 um^2.
- The top cell types in the final layout, fill and taps aside, are 45 x sky130_fd_sc_hd__clkdlybuf4s50_1, 44 x sky130_fd_sc_hd__conb_1, 34 x sky130_fd_sc_hd__nor2_1, 33 x sky130_fd_sc_hd__dfrtp_1, 21 x sky130_fd_sc_hd__ha_1.
- The run gives the share of the core filled with cells as approximately half.
- The run gives the share of layout cells above drive strength 1 as under 10%.
- By instance count after routing, the leading logic cell type is sky130_fd_sc_hd__clkdlybuf4s50_1.
- The run gives the area growth from synthesis to final layout as 17.2%.

Global route:
- The run gives the maximum number of pins on one net before global-route repair as between 40 and 50.
- The run gives the residual overflow from global routing as 0.
- The run gives the global-route total usage across every layer as a little over an eighth.
- The initial antenna violation count is 0.
- The run gives the first-pass GRT wire length as slightly above 8000 um.
- The run gives the via count of the first global-routing pass as about 1800.

Synth:
- Yosys attributes the largest share of cell area to sky130_fd_sc_hd__dfrtp_1 29%, sky130_fd_sc_hd__buf_4 11%, sky130_fd_sc_hd__ha_1 9.1%.
- Synthesis produced 325 cells.
- The run puts the share of async-settable or async-resettable flops after synthesis at a little over 80%.
- The cell type that accounts for the most area after synthesis is sky130_fd_sc_hd__dfrtp_1.
- The run puts the combined area of all synthesized cells at just under 3000 um^2.
- The run puts the cell total in the yosys stat output at 325.
- Of the post-synthesis cell area, the dominant cell type holds ~29%.
- The run gives the synthesized chip area reported by yosys as a little under 3000 um^2.
- The synthesized netlist contains about 55 unique library cells.
- The run gives the main flop type as sky130_fd_sc_hd__dfrtp_1.
- The run puts the number of flops mapped to enable cells by yosys at 0.
- The run puts the flip-flop and latch count after synthesis at ~41.
- Dividing the synthesized area by the synthesized cell count gives ~8.9 um^2.
- In the Yosys report, the sequential cells make up about a third of the chip area.
- The run puts the number of warnings issued by yosys at 0.

Floorplanning:
- The run gives the die extent in y as between 80 and 90 um.
- The run gives the effective utilization at floorplan as between 40% and 50%.
- The run gives the die extent in x as just under 90 um.
- After floorplanning, the die was sized to cover roughly 7600 um^2.
- The run puts the row count at 30.
- The run puts the placeable core region at between 6000 and 7000 um^2.
- The run puts the I/O pin total at slightly above 80.

Hold path:
- The type recorded for the worst min-delay path is in -> async.

Timing:
- The run gives the actual transition at the worst max-transition pin as around 0.7 ns.
- The highest clock rate this design can be run at is 453 MHz.
- The run gives the number of pins exceeding their max-slew limit in the final report as 0.
- Setup repair after global routing left no endpoint under its margin.
- The run puts the final period demand of the worst path at roughly 2.2 ns.
- The most critical hold endpoint after final layout shows a slack of between 0.4 and 0.5 ns.
- The worst path uses 71.1% of the clock period.
- The run puts the post-route clock skew at roughly 0.0053 ns.
- The run puts the number of setup violations in the final report at 0.
- The run puts the number of hold violations in the final report at 0.
- The run puts the count of unclocked register or latch pins at 8.
- Adding up every negative setup slack in the final design gives 0 ns.
- The run puts the post-layout worst setup margin at slightly below 0.9 ns.
- The run gives the number of unconstrained endpoints as 36.
- Measured against its own limit, the worst slew margin works out to between 50% and 60%.

Setup path:
- The run gives the required time of the critical path as 2.48 ns.
- In this design, the critical path's most frequently occurring cell is sky130_fd_sc_hd__clkdlybuf4s50_1.
- In this design, the largest share of critical-path delay is due to buffers and inverters.
- For reference, the critical path cell chain is clkdlybuf4s50_1 > clkdlybuf4s50_1.
- The run puts the maximum net fanout on the critical path at 2.
- The slowest stage of the critical path belongs to the cell sky130_fd_sc_hd__clkdlybuf4s50_1.
- The run gives the count of buffer and inverter cells on the critical path as 2.
- STA classifies the critical path startpoint as a primary input.
- The run puts the data arrival time of the critical path at 1.59 ns.
- The run gives the startpoint-to-endpoint class of the critical path as in -> out.
- The timing report gives the biggest stage delay along the critical path as approximately 0.5 ns.
- STA classifies the critical path endpoint as a primary output.

Flow run:
- Across all stage logs, warnings added up to 37.
- The run gives the max-cap violation count as 0.
synthesized netlist by cell type (2+ instances only):
cell and count:
sky130_fd_sc_hd__a21o_1 3, sky130_fd_sc_hd__a21oi_1 12, sky130_fd_sc_hd__a21oi_2 4, sky130_fd_sc_hd__a22o_1 2
sky130_fd_sc_hd__a31oi_1 5, sky130_fd_sc_hd__and2_1 10, sky130_fd_sc_hd__and3_1 4, sky130_fd_sc_hd__buf_2 2
sky130_fd_sc_hd__buf_4 41, sky130_fd_sc_hd__buf_6 3, sky130_fd_sc_hd__clkbuf_1 3, sky130_fd_sc_hd__conb_1 2
sky130_fd_sc_hd__dfrtp_1 33, sky130_fd_sc_hd__dfxtp_1 8, sky130_fd_sc_hd__ha_1 21, sky130_fd_sc_hd__inv_1 15
sky130_fd_sc_hd__inv_2 2, sky130_fd_sc_hd__mux2_2 4, sky130_fd_sc_hd__mux2i_1 4, sky130_fd_sc_hd__nand2_1 19
sky130_fd_sc_hd__nand2b_1 6, sky130_fd_sc_hd__nand3_1 11, sky130_fd_sc_hd__nand4_1 4, sky130_fd_sc_hd__nor2_1 34
sky130_fd_sc_hd__nor3_1 3, sky130_fd_sc_hd__nor3b_1 2, sky130_fd_sc_hd__nor4_1 5, sky130_fd_sc_hd__o2111ai_1 2
sky130_fd_sc_hd__o211ai_1 2, sky130_fd_sc_hd__o21a_1 4, sky130_fd_sc_hd__o21ai_0 14, sky130_fd_sc_hd__o21ai_1 2
sky130_fd_sc_hd__o2bb2ai_1 2, sky130_fd_sc_hd__o31a_1 2, sky130_fd_sc_hd__xnor2_1 8, sky130_fd_sc_hd__xor2_1 8
cell families (layout without fill, tap and decap cells):
group / after synthesis / after routing / synth area share, %
simple gates: 104 / 104 / 17.7
buf+inv: 67 / 73 / 14.9
compound gates: 64 / 64 / 15.1
flops: 41 / 41 / 34.1
fa+ha+maj: 21 / 21 / 9.08
xor+xnor: 17 / 17 / 5.41
mux: 9 / 9 / 3.46
other cells: 2 / 44 / 0.260
state kept, by name, summed over array words and instances (netlist names):
name	cells
clk_generator_0.clk_50hz_count	32
temp_reg_0.reg_b	4
temp_reg_0.reg_a	4
clk_generator_0.clk_50hz	1
per-layer routing:
| metal | vias to the layer above | GRT usage, % | part of all wire [%] |
|---|---|---|---|
| met3 | 5 | 2.02 | 3.6 |
| met4 | 0 | 1.36 | 1.1 |
| li1 | 1123 | - | - |
| met1 | 971 | 20.9 | 49 |
| met2 | 38 | 22.2 | 46 |
| met5 | - | 0 | 0 |
power groups by stage:
stage | Clock (mW) | Combinational, mW | Sequential [mW]
final | 0.396 | 0.0432 | 0.445
after global routing | 0.432 | 0.0505 | 0.446
after CTS | 0.409 | 0.0456 | 0.445
layout make-up:
class	count	area, um^2
Fill cell	683	3520
Multi-Input combinational cell	259	1630
Sequential cell	41	986
Timing Repair Buffer	48	470
Tap cell	96	120
Clock buffer	5	68.8
Inverter	17	63.8
Clock inverter	3	46.3
worst paths after layout:
kind | startpoint | end | slack, ns | depth (start not counted)
max | sw_b[2] | sw_b_led[2] | 0.89 | 2
min | rst_n | clk_generator_0.clk_50hz_count[24] | 0.43 | 2
max reg2reg | clk_generator_0.clk_50hz_count[9] | clk_generator_0.clk_50hz | 1.45 | 4
min reg2reg | clk_generator_0.clk_50hz_count[0] | clk_generator_0.clk_50hz_count[0] | 0.49 | 1
max in group asynchronous | rst_n | clk_generator_0.clk_50hz_count[22] | 2.34 | 2
min in group clk0 | clk_generator_0.clk_50hz_count[0] | clk_generator_0.clk_50hz_count[0] | 0.49 | 1
No activity file was given, so power comes from the tool's default toggle rates.
