$ cat flow/constraint.sdc
current_design top_bcd

set clk_period 3.1
set clk_io_pct 0.2

create_clock -name clk0 -period $clk_period [get_ports {clk_50megahz}]

set non_clock_inputs [all_inputs -no_clocks]
set_input_delay [expr $clk_period * $clk_io_pct] -clock clk0 $non_clock_inputs
set_output_delay [expr $clk_period * $clk_io_pct] -clock clk0 [all_outputs]
$ cat flow/design.v
module alu(
    input clk,
    input rst_n,
    input flag_n,
    input [3:0] a, 
    input [3:0] b, 
    input [1:0] mode,
    output reg [7:0] result
);
    parameter ADD = 2'b00;
    parameter SUB = 2'b01;
    parameter MTP = 2'b10;
    parameter DVI = 2'b11;
    reg [3:0] temp_a;
    reg [3:0] temp_b;
    reg [3:0] quotient;
    reg [3:0] remainder;
    reg [3:0] iteration;
    always @(posedge clk)   
    begin
        temp_a <= a;
        temp_b <= b;    
        if (flag_n)
        begin
            result <= 8'd0;
        end
        else
        begin
            case (mode)
                ADD: result <= temp_a + temp_b;
                SUB: result <= temp_a - temp_b;
                MTP: result <= temp_a * temp_b;
                default: result <= 8'd0;
            endcase
        end
    end
endmodule
module clk_generator(
    input clk,
    input rst,
    output reg clk_50hz);
reg [31:0]clk_50hz_count;
always@(posedge clk or negedge rst)
begin 
    if (!rst)
    begin 
        clk_50hz_count <= 32'd0;
        clk_50hz <= 0;
    end
    else
    begin
        if (clk_50hz_count < 32'd40000)
            clk_50hz_count <= clk_50hz_count + 32'd1;
        else 
        begin 
            clk_50hz_count <= 32'd0;
            clk_50hz <= ~clk_50hz;
        end
    end
end
endmodule
module num2binary2bcd (
    input [3:0] num,
    output reg [3:0] BCD[1:0]
);
reg [3:0] temp_num;
integer i;
always @(*) begin
    BCD[1] = 4'b0000;
    BCD[0] = 4'b0000;
    temp_num = num;
    for (i = 0; i < 4; i = i + 1) begin
        if (temp_num >= 4'b0101) begin
            temp_num = temp_num + 4'b0011;
        end
        BCD[1][i] = temp_num[3];
        BCD[0][i] = temp_num[2:0];
        temp_num = temp_num << 1;
    end
end
endmodule
module num4binary2bcd (
    input [7:0] result,
    output reg [3:0] BCD[3:0]
);
reg [23:0] shift;
reg [3:0] i;  
always @(*) begin
    shift = 24'b0;
    i = 4'd0;  
    for (i = 0; i < 8; i = i + 1) begin
        if (shift[19:16] >= 5) shift[19:16] = shift[19:16] + 4'b0011;
        if (shift[15:12] >= 5) shift[15:12] = shift[15:12] + 4'b0011;
        if (shift[11:8] >= 5) shift[11:8] = shift[11:8] + 4'b0011;
        if (shift[23:20] >= 5) shift[23:20] = shift[23:20] + 4'b0011;
        shift = {shift[22:0], 1'b0};
    end
    BCD[3] = shift[23:20];
    BCD[2] = shift[19:16];
    BCD[1] = shift[15:12];
    BCD[0] = shift[11:8];
end
endmodule
module temp_reg(
    input clk,
    input rst_n,
    input [3:0]sw_a,
    input [3:0]sw_b,
    input [7:0]alu_result,
    output reg [3:0]reg_a,
    output reg [3:0]reg_b,
    output reg [7:0]reg_result
    );
    always @(posedge clk)
    begin
        if(rst_n)
        begin
            reg_a <= sw_a;
            reg_b <= sw_b;
            reg_result <= alu_result;
        end
        else
        begin
            reg_a <= 4'd0;
            reg_b <= 4'd0;
            reg_result <= 7'd0;            
        end         
    end
endmodule
module top_bcd(
		input clk_50megahz,
		input [3:0]sw_a,  
		input [3:0]sw_b,  
		input [1:0]sw_mode,  
		input flag_n,
		input rst_n,
		output reg [3:0]sw_a_led,
		output reg [3:0]sw_b_led,
		output reg [1:0]sw_mode_led,
		output reg key_flag_n,
		output reg key_rst_n,
		output reg [3:0]bcd_a[1:0],
		output reg [3:0]bcd_b[1:0],
		output reg [3:0]bcd_result[3:0]);
		wire clk_50hz;
		wire [7:0]alu_result;
		wire [3:0]temp_a;
		wire [3:0]temp_b;
		wire [7:0]temp_result;
		assign sw_a_led = sw_a;
		assign sw_b_led = sw_b;
		assign sw_mode_led = sw_mode;
		assign key_flag_n = flag_n;
		assign key_rst_n = rst_n;
		clk_generator clk_generator_0(clk_50megahz, rst_n, clk_50hz);
		temp_reg temp_reg_0(clk_50hz, rst_n, sw_a, sw_b, alu_result, temp_a, temp_b, temp_result);
		alu alu_0(clk_50hz, rst_n, flag_n, sw_a, sw_b, sw_mode, alu_result);
		num2binary2bcd num2binary2bcd_a(temp_a, bcd_a);
		num2binary2bcd num2binary2bcd_b(temp_b, bcd_b);
		num4binary2bcd num4binary2bcd_result(temp_result, bcd_result);
endmodule
$ cat flow/config.mk
export PLATFORM = sky130hd
export DESIGN_NAME = top_bcd
export DESIGN_NICKNAME = top_bcd
export VERILOG_FILES = /design/flow/design.v
export SDC_FILE = /design/flow/constraint.sdc
export NUM_CORES = 4
export LEC_CHECK = 1
export CORE_UTILIZATION = 30
export SYNTH_HDL_FRONTEND = slang
$ cat flow/run.sh
#!/bin/bash
# OpenROAD 26Q1-2900-gdf79404cd8, Yosys 0.63+post, stock flow scripts
make -C /OpenROAD-flow-scripts/flow DESIGN_CONFIG=/design/flow/config.mk WORK_HOME=/design/flow/orfs finish
==> impl_metrics.py <==
# Auto-generated metrics
metrics = {
    "timing": {
        "fin_skew_ns": 0.0120,
        "setup-tns-final_ns": 0,
        "slew_headroom": 0.636,
        "finalClockPeriodUsage": 0.701,
        "fmax_mhz": 460,
        "setup_viol": 0,
        "hold_violations": 0,
        "setup_slack_ns": 0.926,
        "grt_setup_unrepaired": "no",
        "final_max_slew_viol_count": 0,
        "unclocked_pins": 8,
        "untimed_endpoints": 24,
        "tightest_slew_ns": 0.546,
        "whs_ns": 0.416,
        "period_minus_slack_ns": 2.17,
    },
    "setup_path": {
        "start_kind": "input port",
        "cpMostUsedCell": "clkdlybuf4s50_1",
        "worst-path-buf-inv": 2,
        "cp_data_arrival_time_ns": 1.55,
        "crit_path_cell_trace": "clkdlybuf4s50_1 > clkdlybuf4s50_1",
        "critPathKind": "input port to output port",
        "cpPeakStageDelay_ns": 0.48,
        "setup.worst_path.end_class": "output port",
        "cp.required_ns": 2.48,
        "path_delay_family": "buffers and inverters",
        "crit_path_top_delay_cell": "clkdlybuf4s50_1",
        "critPathMaxFanout": 2,
    },
    "yosys": {
        "syn_area_um2": 2160,
        "synth.area.top_cells": "dfrtp_1 38%, buf_4 9.8%, dfxtp_1 7.4%",
        "top_area_cell": "dfrtp_1",
        "edf_count": 0,
        "avgSynthCellArea_um2": 9.58,
        "ys_warn_count": 0,
        "synthCells": 225,
        "ys_types": 39,
        "synth_stat.cells": 225,
        "synth_top_area_share": 0.383,
        "synthFlopType": "dfrtp_1",
        "ys.flops": 41,
        "synthTopCellsByCount": "33 x dfrtp_1, 30 x nor2_1, 28 x buf_4",
        "postSynthSeqShare": 0.457,
        "ys_chip_area_um2": 2160,
        "async_reset_ff_frac": 0.805,
        "synth_top_cell_by_count": "dfrtp_1",
    },
    "grt": {
        "use_met2": 0.156,
        "grt_use_met3": 0.0184,
        "antenna_found_initial": 0,
        "grt_max_degree": 42,
        "busiest_layer": "met2",
        "grt_pass1_wl_mm": 5.81,
        "grt-ovfl-total": 0,
        "grt_pass1_vias": 1352,
        "use_met1": 0.148,
        "grt_usage": 0.0981,
    },
    "clock_tree": {
        "cts-hold-fix-buffers": 0,
        "postCtsSetupBuffers": 0,
        "clock_latency_ns": 0.29,
        "post_cts_resize_count": 0,
        "cts-htree-levels": 2,
        "path_clk_slew_ns": 0.08,
        "cts_made_buffers": 5,
        "cts_buffer_depth": 2,
        "cts_root_buf": "clkbuf_8",
        "cts_tree": "built",
    },
    "floorplan": {
        "fp_util": 0.314,
        "die_h_um": 86.8,
        "coreArea_um2": 6870,
        "die-area_um2": 7530,
        "num_rows": 30,
        "io_pins": 57,
        "die_x_um": 86.8,
    },
    "final_layout": {
        "fin_cells": 363,
        "drive_gt1_frac": 0.0674,
        "final_util": 0.382,
        "design_area_um2": 2620,
        "synthToLayoutAreaGrowth_pct": 21.6,
    },
    "power_and_ir_drop": {
        "power.share.combinational": 0.045,
        "p_seq_frac": 0.499,
        "ir_drop_uv": 364,
        "p_sw_frac": 0.208,
        "leakage_nw": 1.13,
        "power.density_nw_per_um2": 340,
        "power.switching_mw": 0.185,
        "internal_power_mw": 0.706,
        "p_clk_frac": 0.455,
        "power_mw": 0.891,
    },
    "place": {
        "place_area_um2": 2510,
        "pre_cts_ws_ns": 0.916,
        "place_congestion": 0.842,
        "hpwl_mm": 2.55,
        "dp.cells": 355,
        "port_buffers": 34,
    },
    "drt": {
        "wire_per_inst_um": 9.37,
        "vias": 1471,
        "drt_iter0_markers": 62,
        "n_antenna_cell": 0,
        "post-route-drc-count": 0,
        "vias_per_cell": 4.05,
        "drt-pass1-iter-count": 4,
        "ant_nets": 0,
        "wl_mm": 3.40,
    },
    "status": {
        "status": "completed",
    },
    "run": {
        "maxCapViolCount": 0,
        "warning_count": 28,
    },
    "min_path": {
        "hold_path.class": "input port to async pin",
    },
}
## sequential cells by signal, indices dropped and copies added, names as in the netlist
register and cells:
temp_reg_0.reg_b 4, temp_reg_0.reg_a 4, clk_generator_0.clk_50hz_count 32, clk_generator_0.clk_50hz 1
## logic make-up after synthesis
| group | after synthesis | synth area share |
|---|---|---|
| compound gates | 29 | 0.0847 |
| xor+xnor | 17 | 0.0691 |
| fa+ha+maj | 9 | 0.0522 |
| buf+inv | 40 | 0.120 |
| flops | 41 | 0.457 |
| mux | 3 | 0.0139 |
| other cells | 1 | 0.00174 |
| simple gates | 85 | 0.201 |
## cells in the final DEF (no fill, tap or decap), types with 2 or more instances in the layout
master	Yosys	final
and3_2	2	2
nand2b_1	2	2
or2_2	2	2
nand4_1	5	5
o21ai_0	14	14
nand3_1	11	11
nor3b_1	2	2
clkbuf_8	0	5
xor2_1	11	11
mux2i_1	3	3
dfrtp_1	33	33
a21oi_1	6	6
and2_1	8	8
and3_1	3	3
xnor2_1	6	6
conb_1	1	32
inv_1	8	8
nand2_1	8	8
ha_1	9	9
nor3_1	3	3
dfxtp_1	8	8
clkdlybuf4s50_1	0	33
nor2_1	30	30
nor4_1	4	4
## power by group through the flow
stage | clock (mW) | combinational, mW | sequential [mW]
CTS | 0.415 | 0.0425 | 0.445
global route | 0.434 | 0.0477 | 0.446
finish | 0.406 | 0.0403 | 0.445
## final timing paths
kind	startpoint	end	slack (ns)	cells past startpoint
worst max-delay path	sw_a[3]	sw_a_led[3]	0.93	2
worst min-delay path	rst_n	clk_generator_0.clk_50hz_count[25]	0.42	2
worst max register to register	clk_generator_0.clk_50hz_count[9]	clk_generator_0.clk_50hz	1.37	4
worst min register to register	clk_generator_0.clk_50hz_count[15]	clk_generator_0.clk_50hz_count[15]	0.50	2
max in group asynchronous	rst_n	clk_generator_0.clk_50hz_count[8]	2.35	2
min in group clk0	clk_generator_0.clk_50hz_count[15]	clk_generator_0.clk_50hz_count[15]	0.50	2
## per-layer routing
layer,up-vias,wire [µm]
li1,779,-
met1,656,1650
met2,29,1560
met3,7,141
met4,0,52
met5,-,0
## area by class of cell
class	count	area, µm²
Multi-Input combinational cell	175	1030
Clock inverter	3	46.3
Tap cell	96	120
Sequential cell	41	986
Clock buffer	5	68.8
Fill cell	693	4250
Timing Repair Buffer	35	343
Inverter	8	30.0
Power figures rest on the tool's default switching activity, not on a simulated workload.
